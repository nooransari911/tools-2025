$ cat design.v
module CLA_Adder #(
  parameter N=16
) (
  input                  clk,
  input                  reset_n,
  input [N-1:0]          A, B,
  input                  Cin,
  output reg [N-1:0]     Sum,
  output reg             Cout
);
  logic [N-1:0]        next_sum;
  logic  			   next_cout;
  reg [N:0]            Cs;
  logic [N-1:0]        P, G;
  assign P = A ^ B;
  assign G = A & B;
  always_comb begin
    Cs [0] = Cin;
    for (int i=0; i<N; i++) begin
      Cs [i+1]     = (P[i] & Cs[i]) | (G[i]);
  	end
    next_sum      = P ^ (Cs [N-1:0]);
    next_cout     = Cs [N];
  end
  always @(posedge clk) begin
    if (!reset_n) begin
      Sum  <= 0;
      Cout <= 0;
    end
    else begin
      Sum  <= next_sum;
      Cout <= next_cout;
    end
  end
endmodule
$ cat run.sh
#!/bin/bash
# OpenROAD 26Q1-2900-gdf79404cd8, Yosys 0.63+post, stock flow scripts
make -C /OpenROAD-flow-scripts/flow DESIGN_CONFIG=/design/flow/config.mk WORK_HOME=/design/flow/orfs finish
$ cat config.mk
export PLATFORM = sky130hd
export DESIGN_NAME = CLA_Adder
export DESIGN_NICKNAME = CLA_Adder
export VERILOG_FILES = /design/flow/design.v
export SDC_FILE = /design/flow/constraint.sdc
export NUM_CORES = 4
export LEC_CHECK = 1
export CORE_AREA = 10 10 88 88
export DIE_AREA = 0 0 98 98
$ cat constraint.sdc
current_design CLA_Adder

set clk_period 8.6
set clk_io_pct 0.2

create_clock -name clk0 -period $clk_period [get_ports {clk}]

set non_clock_inputs [all_inputs -no_clocks]
set_input_delay [expr $clk_period * $clk_io_pct] -clock clk0 $non_clock_inputs
set_output_delay [expr $clk_period * $clk_io_pct] -clock clk0 [all_outputs]
==> results.toml <==
# yosys + openroad results
[status]
result_of_the_run = "finished, final reports clean"

[pwr]
ir_drop_mv = 0.04425
cellInternalPower_mw = 0.1622
power-per-cell-area_nw_per_um2 = 146.2
power.static_leakage_nw = 0.5385
power.net_switching_mw = 0.04709
switching_share_pct = 22.51
total_power_mw = 0.2092
power.clock.fraction_pct = 29.2
sequentialPowerShare_pct = 43.5
share_comb_of_total_power_pct = 27.3

[clock_network]
clock-sinks = 17
htreeDepth = 1
tritoncts = "done"
ctsHoldBuffers = 0
cts.reportedPaths.clkPinSlew_ns = 0.07
clock-root-buffer = "sky130_fd_sc_hd__clkbuf_8"
numCtsBuffers = 3
clockBufferDepth = 2

[floorplanning]
die-width_um = 98
fp.dieArea_um2 = 9604
top_level_ports = 52
die_height_um = 98
fp.coreArea_um2 = 5921
floorplanUtilization_pct = 13.33
floorplan.rows = 28

[final_layout]
final_layout_top_logic_cell = "sky130_fd_sc_hd__clkdlybuf4s50_1"
final_layout_size_suffix_gt1_share_pct = 4.630
mostFrequentLayoutCells = "51 x sky130_fd_sc_hd__clkdlybuf4s50_1, 17 x sky130_fd_sc_hd__dfxtp_1, 15 x sky130_fd_sc_hd__and2_1, 15 x sky130_fd_sc_hd__fa_1"
final_core_utilization_pct = 24.18
layout.cell_area.non_filler_um2 = 1431
area.growth.synth_to_final_pct = 81.30

[synthesis]
synth.avg_cell_area_um2 = 14.62
synth_seq_share_pct = 43.11
synth_cells = 54
count_of_cell_types_in_the_netlist = 6
synth_area_um2 = 789.5
yosys_warning_total = 1
synth_flop_count = 17
synth.yosys.num_cells = 54
ys_chip_area_um2 = 789.5

[place]
place.port_buffers = 51
dpl-instance-area_um2 = 1383
post-dp-hpwl_um = 1888
place_ws_ns = -0.1525
finalWeightedCongestion = 0.6714

[routing]
ant_nets = 0
dr.first_iter.drc_count = 2
drt-wirelength-per-cell_um = 11.20
detail_route.vias_per_cell = 2.978
antenna_diode_count = 0
drc_errors = 0
drt_wirelength_um = 2050
routed-via-count = 545
detailed_router_iteration_count_before_antenna_repair = 2

[timing]
final_setup_violation_count = 0
grt_setup_unrepaired = "no"
tightest_slew_margin_relative_to_the_limit_pct = 68.61
min_cycle_time_layout_ns = 8.389
worstMarginPinSlew_ns = 0.4694
final_max_slew_viol_count = 0
final_critical_path_setup_slack_ns = 0.2109
max_clock_freq_ghz = 0.1192
final.period_utilization_pct = 97.55
timing.final.hold_violations = 0

[critical_path]
cp_slowest_cell = "sky130_fd_sc_hd__fa_1"
crit_arrival_ns = 8.58
worstSetupEndpointType = "register"
data_required_time_of_the_critical_path_ns = 8.79
worstSetupStartpointType = "primary input"
crit_chain = "clkdlybuf4s50_1, fa_1, fa_1, fa_1, fa_1, fa_1, fa_1, fa_1, fa_1, fa_1, fa_1, fa_1, fa_1, fa_1, fa_2, fa_1, inv_1, fa_1, nor2b_1"
max_stage_delay_ns = 0.44
worst-setup-path-type = "in -> reg"
critPathMostFrequentCell = "sky130_fd_sc_hd__fa_1"
crit_fanout = 1

[global_routing]
initial_antenna_violation_count = 0
grt_pass1_wl_um = 3484
all_layer_gr_usage_pct = 4.554
number_of_global_route_vias_before_repair = 678
globalRouteOverflowTotal = 0
grt_start_max_net_pins = 18

[hold_path]
hold_end = "Sum[15]"
hold_path.startpoint = "B[15]"
worstHoldPathType = "in -> reg"
hold-path-cell-count = 4

[run]
log.warning_count = 25
max_cap_viol_count = 0
cell usage after synthesis (all sizes together):
| cell | number | share of area [%] |
|---|---|---|
| buf | 1 | 1.4 |
| fa | 16 | 41 |
| nor2b | 2 | 1.6 |
| and2 | 15 | 12 |
| inv | 3 | 1.4 |
| dfxtp | 17 | 43 |
worst max-delay path, delay by kind of cell:
family / cells / cell delay, ns
adders and majority gates: 16 / 6.22
buffers and inverters: 2 / 0.51
and+or+nand+nor: 1 / 0.10
cell families after synthesis:
logic type	after synthesis	synth area share (%)
buffers and inverters	4	2.852
adder cells (fa/ha/maj)	16	40.57
flip-flops	17	43.11
AND/OR/NAND/NOR	17	13.47
sequential cells by signal, indices dropped and copies added (netlist names):
signal,flops
Sum,16
Cout,1
power groups by stage:
stage	clock, mW	sequential (mW)	combinational [mW]
finish	0.0610	0.0911	0.0572
global route	0.0697	0.0924	0.0656
CTS	0.0656	0.0912	0.0596
how the worst max path moves through the flow:
stage / from / endpoint
global route: A[0] / Sum[15]
finish: A[0] / Sum[15]
CTS: A[0] / Sum[15]
per-stage QoR:
step,hold WS [ns],cells,setup TNS (ns)
6_report,2.170,183,0
5_1_grt,2.191,183,0
4_1_cts,2.164,183,0
3_5_place_dp,2.394,179,-0.1525
3_3_place_gp,2.392,179,-0.1484
2_1_floorplan,1.842,54,0
area by class of cell:
type / count / area, um^2
tap: 75 / 93.84
clock inverter: 1 / 5.005
clock buffer: 3 / 41.29
inverter: 3 / 11.26
fill: 633 / 4489
multi-input combinational: 33 / 429.2
timing repair buffer: 51 / 510.5
sequential: 17 / 340.3
what timing repair did:
action                                  in CTS  in global routing
setup buffers                                0                  0
endpoints found under the setup margin       0                  1
resized                                      0                  1
per-layer routing:
metal	share of wire, %	track usage [%]	vias up	wire length [um]
met4	0	0.3356	0	0
met5	0	0	-	0
met3	13	2.703	0	257
met1	37	4.921	251	751
li1	-	-	267	-
met2	51	7.817	27	1041
No activity file was given, so power comes from the tool's default toggle rates.
